`config.mk`:
```
export PLATFORM = sky130hd
export DESIGN_NAME = constant
export DESIGN_NICKNAME = constant
export VERILOG_FILES = /design/flow/design.v
export SDC_FILE = /design/flow/constraint.sdc
export NUM_CORES = 4
export LEC_CHECK = 1
export CORE_UTILIZATION = 40
```
`constraint.sdc`:
```
current_design constant

set clk_period 5.8
set clk_io_pct 0.2

create_clock -name clk0 -period $clk_period [get_ports {clk}]

set non_clock_inputs [all_inputs -no_clocks]
set_input_delay [expr $clk_period * $clk_io_pct] -clock clk0 $non_clock_inputs
set_output_delay [expr $clk_period * $clk_io_pct] -clock clk0 [all_outputs]
```
`design.v`:
```
module constant(output logic a2, a3, a4, a5,
                input logic clk, n_rst);
parameter OFFSET = 0;
int i = 0;
parameter CONST_LENGTH = 512;
logic [511:0] buffer_a2 = 511'b11011000010000100000111100101101001010101101011010000001000011001011000110100100101011011111001111100100010000110000010101101110111011010101110100111001100001001000110010001111010011011110001011001110101001001011110010011000111000011101101110111011101000011010001001110000000000011010101010010001101011011001000001101011100011110010111101010101011000011100100011110111010111110010110100010000000011111010101100110001110011101001011101010110011011001100101000101111001101111001010100110111100011111101010100000111;
logic [511:0] buffer_a3 = 511'b00001011100000100000000001100000000110010001110001001100000100000000101000000111101110010010100000100000010010110110111100111100010010001100100000011001010000000001101100011000001000100100010010001010110001101010001010101001101000000111100100010101001101001000001010010111100000010001011000000100110000000010000010010001011101100001001100010011111000001010000000010100000010010101001001000000000000111010100001000101000000010100110011000000011100000000010111100001000100100000100100100001010111010111000010000000;
logic [511:0] buffer_a4 = 511'b00000000010001000000010000010010110100000010000000101100010000111000000110100000000000000010100001101000010000001001000001000001000001000000000001011001000000000110001000001010100010000001000010001111000010000101001010011000010000000000010000100100000000010000000000001011001111100111010000011000001100000010111010001010100010000000000100000000000000000000101111000001000000100011001000010001000111000100001010000010000110000000000010000000011000100000000111000001001000100000011111110000010000010000000000101010;
logic [511:0] buffer_a5 = 511'b10001000100000110000001011000010100000001000010000100000001000010100100000000110000000100000100001000000100000000000001000000001101001000000011000100000001000001100001100010000011100100100100010000000000000000000000010000100001001010000000000000000000100100000000000001000000000000000101010110000001001001100000000011100000001000000001010100001000010011100000001000100001010000000010100000000001010000000001100100011001001010000000000000000001011000100000000100001000110000001000100000000000000100010000000000001;
assign a2 = buffer_a2[i];
assign a3 = buffer_a3[i];
assign a4 = buffer_a4[i];
assign a5 = buffer_a5[i];
always_ff @(posedge clk, negedge n_rst) begin
    if (~n_rst)
        i <= OFFSET;
    else
        i <= (i + 1) % 512;
end
endmodule
```
`run.sh`:
```
#!/bin/bash
# OpenROAD 26Q1-2900-gdf79404cd8, Yosys 0.63+post, stock flow scripts
make -C /OpenROAD-flow-scripts/flow DESIGN_CONFIG=/design/flow/config.mk WORK_HOME=/design/flow/orfs finish
```
==> run_summary.xml <==
<?xml version="1.0" encoding="UTF-8"?>
<metrics>
  <group name="status">
    <metric name="outcome" unit="">completed</metric>
  </group>
  <group name="logic_synthesis">
    <metric name="netlist_top_cells_area" unit="">sky130_fd_sc_hd__dfrtp_1, sky130_fd_sc_hd__a21oi_1, sky130_fd_sc_hd__o21ai_0</metric>
    <metric name="syn_area" unit="µm²">3500</metric>
    <metric name="postSynthAreaPerCell" unit="µm²">6.65</metric>
    <metric name="netlist-cell-type-count" unit="">78</metric>
    <metric name="yosys_most_used_dff" unit="">sky130_fd_sc_hd__dfrtp_1</metric>
    <metric name="yosys.area.top_type_share" unit="">0.0714</metric>
    <metric name="edf_count" unit="">0</metric>
    <metric name="asyncSetResetFlopFracSynth" unit="">1.00</metric>
    <metric name="synthesis.yosys.warnings" unit="">3</metric>
    <metric name="synthDominantAreaCellType" unit="">sky130_fd_sc_hd__dfrtp_1</metric>
    <metric name="synth_chip_area" unit="µm²">3500</metric>
    <metric name="synth-seq-cells" unit="">10</metric>
    <metric name="netlist_instances" unit="">527</metric>
    <metric name="synth.yosys.num_cells" unit="">527</metric>
    <metric name="synth-seq-area-share" unit="">0.0714</metric>
  </group>
  <group name="worst_setup_path">
    <metric name="max_stage_delay" unit="ps">800</metric>
    <metric name="critical-path-slowest-cell" unit="">sky130_fd_sc_hd__dfrtp_2</metric>
    <metric name="arrival" unit="ps">3760</metric>
    <metric name="crit_path_cell_trace" unit="">buf_12 &gt; nor2b_1 &gt; nor2_1 &gt; a2111oi_0 &gt; a211oi_1 &gt; a311o_1 &gt; a32o_1 &gt; clkdlybuf4s50_1</metric>
    <metric name="worst-path-buf-inv" unit="">2</metric>
    <metric name="startpoint_type" unit="">flip-flop</metric>
    <metric name="timing.critical_path.max_delay_family" unit="">AND-OR/OR-AND gates</metric>
    <metric name="crit_path_drt" unit="ps">4640</metric>
    <metric name="critPathMaxFanout" unit="">52</metric>
    <metric name="critPathKind" unit="">flip-flop to output pin</metric>
    <metric name="setup.worst_path.end_class" unit="">output pin</metric>
  </group>
  <group name="drt">
    <metric name="drt_iter0_markers" unit="">888</metric>
    <metric name="residual_drc_count" unit="">0</metric>
    <metric name="drtPass1Iterations" unit="">8</metric>
    <metric name="final_routed_wirelength_across_all_metal_layers" unit="µm">15700</metric>
    <metric name="antenna-diode-count" unit="">0</metric>
    <metric name="route.vias.total" unit="">4576</metric>
    <metric name="remaining_number_of_nets_flagged_by_the_antenna_check_after_routing" unit="">0</metric>
    <metric name="wl_per_cell" unit="µm">26.9</metric>
    <metric name="average_vias_per_placed_instance" unit="">7.82</metric>
  </group>
  <group name="cts">
    <metric name="clkSlewWorstSetupHoldPaths" unit="ps">50</metric>
    <metric name="post_cts_resized" unit="">0</metric>
    <metric name="cts.path.max_buffers" unit="">2</metric>
    <metric name="postCtsHoldBufs" unit="">0</metric>
    <metric name="root_buffer" unit="">sky130_fd_sc_hd__clkbuf_8</metric>
    <metric name="cts_post_setup_buffers_inserted" unit="">0</metric>
    <metric name="cts_tree" unit="">built</metric>
    <metric name="clkSinkCount" unit="">10</metric>
    <metric name="htreeDepth" unit="">1</metric>
    <metric name="clkLatencyLatePin" unit="ps">230</metric>
    <metric name="cts-buffers-inserted" unit="">3</metric>
  </group>
  <group name="floorplan">
    <metric name="floorplan.core_area" unit="µm²">8340</metric>
    <metric name="fp.dieArea" unit="µm²">9140</metric>
    <metric name="die_y" unit="µm">95.6</metric>
    <metric name="top_level_ports" unit="">6</metric>
    <metric name="floorplan.die.width" unit="µm">95.6</metric>
    <metric name="fp_util" unit="">0.420</metric>
    <metric name="fp-row-count" unit="">33</metric>
  </group>
  <group name="sta">
    <metric name="relSlewSlack" unit="">0.281</metric>
    <metric name="timing.final.setup_violations" unit="">0</metric>
    <metric name="finalHoldViolations" unit="">0</metric>
    <metric name="worst_hold_slack" unit="ps">741</metric>
    <metric name="timing.final.max_slew_violations" unit="">0</metric>
    <metric name="clock_skew" unit="ps">0.658</metric>
    <metric name="maxClockFrequency" unit="MHz">203</metric>
    <metric name="unrepaired_setup_endpoints_after_global_routing" unit="">false</metric>
    <metric name="tightest_slew" unit="ps">1080</metric>
    <metric name="finalWorstPathRequiredPeriod" unit="ps">4920</metric>
    <metric name="final_worst_path_period_share" unit="">0.849</metric>
    <metric name="setup_tns" unit="ps">0</metric>
  </group>
  <group name="cells_and_area">
    <metric name="fillerInstances" unit="">854</metric>
    <metric name="final_cells" unit="">585</metric>
    <metric name="registers.top_by_ff_count" unit="">i</metric>
    <metric name="final_design_area_no_fill" unit="µm²">3520</metric>
    <metric name="area_delta_synth_final" unit="%">0.464</metric>
    <metric name="largest_register_ffs" unit="">10</metric>
    <metric name="reg.largest.list" unit="">i x10</metric>
    <metric name="post_route_cells_drive_above_1_share" unit="">0.0792</metric>
    <metric name="finalCoreUtilization" unit="">0.422</metric>
    <metric name="comb_area" unit="µm²">2870</metric>
    <metric name="flop_area" unit="µm²">256</metric>
  </group>
  <group name="pwr">
    <metric name="power.leakage" unit="nW">1.14</metric>
    <metric name="power.switching_fraction" unit="">0.178</metric>
    <metric name="power.share.sequential" unit="">0.442</metric>
    <metric name="power_frac_clock" unit="">0.546</metric>
    <metric name="combPwrFrac" unit="">0.012</metric>
    <metric name="power.ir.vdd_worst" unit="mV">0.107</metric>
    <metric name="cellInternalPower" unit="mW">0.130</metric>
    <metric name="switching_power" unit="mW">0.0282</metric>
    <metric name="power.density_cell_area" unit="nW/µm²">45.0</metric>
  </group>
  <group name="place">
    <metric name="io_buffers" unit="">5</metric>
    <metric name="gpl.final_weighted_congestion" unit="">1.08</metric>
    <metric name="dp_hpwl" unit="µm">10300</metric>
    <metric name="post-place-cells" unit="">581</metric>
    <metric name="dpl_cell_area" unit="µm²">3460</metric>
  </group>
  <group name="global_route">
    <metric name="grt_antenna_before_repair" unit="">0</metric>
    <metric name="globalRoute.totalOverflow" unit="">0</metric>
    <metric name="wire_length_of_the_first_global_routing_pass" unit="µm">24600</metric>
    <metric name="maximum_number_of_pins_on_one_net_before_global_route_repair" unit="">61</metric>
    <metric name="first_global_vias" unit="">4106</metric>
    <metric name="gr_usage_total" unit="">0.366</metric>
  </group>
  <group name="run">
    <metric name="tool_warnings" unit="">26</metric>
    <metric name="max_cap_viol_count" unit="">0</metric>
  </group>
  <group name="worst_hold_path">
    <metric name="kind_of_path_behind_the_tightest_hold_check" unit="">flip-flop to flip-flop</metric>
  </group>
</metrics>
worst reg2reg max path, cell delays in order (launching register included):
cell                      delay [ps]
sky130_fd_sc_hd__dfrtp_2         760
sky130_fd_sc_hd__buf_12          310
sky130_fd_sc_hd__and2_1          410
sky130_fd_sc_hd__nand2_1         190
sky130_fd_sc_hd__nor2_1          190
sky130_fd_sc_hd__xnor2_1         100
sky130_fd_sc_hd__nor3_1          160
sky130_fd_sc_hd__a21oi_1          90
through the flow:
stage          total power [mW]  setup slack [ps]
2_1_floorplan            0.0711              2710
3_3_place_gp             0.0730              1210
3_5_place_dp             0.0731              1280
4_1_cts                   0.162              1030
5_1_grt                   0.167               786
6_report                  0.158               876
final cells by class:
class,count,area share
multi-input combinational,441,0.815
sequential,10,0.0729
timing repair buffer,17,0.0505
inverter,8,0.00853
clock buffer,4,0.0156
tap,105,0.0373
power by group through the flow:
stage     clock (mW)  combinational (mW)  sequential [mW]
4_1_cts       0.0899             0.00204           0.0699
5_1_grt       0.0945             0.00230           0.0698
6_report      0.0865             0.00193           0.0699
cells by family after synthesis:
group | synth area share
buf+inv | 0.110
fa+ha+maj | 0.00714
xor+xnor | 0.0371
flops | 0.0714
simple gates | 0.292
mux | 0.0218
compound gates | 0.461
routing by layer:
layer | GRT usage | wire length [µm]
met2 | 0.514 | 6340
met3 | 0.0819 | 2160
met4 | 0.203 | 1210
met5 | 0 | 0
met1 | 0.517 | 6030
cell usage in the layout (no fill, tap or decap), types with 6 or more instances in the layout:
cell and instances:
sky130_fd_sc_hd__o22ai_1 16, sky130_fd_sc_hd__o221ai_1 7, sky130_fd_sc_hd__or3b_1 6, sky130_fd_sc_hd__nor3_1 12, sky130_fd_sc_hd__a311o_1 6, sky130_fd_sc_hd__a211oi_1 11, sky130_fd_sc_hd__or3_1 6, sky130_fd_sc_hd__nor2_1 30
sky130_fd_sc_hd__a31oi_1 14, sky130_fd_sc_hd__o211ai_1 11, sky130_fd_sc_hd__nand2b_1 21, sky130_fd_sc_hd__a22oi_1 6, sky130_fd_sc_hd__xnor2_1 9, sky130_fd_sc_hd__nand2_1 31, sky130_fd_sc_hd__a2111oi_0 10, sky130_fd_sc_hd__nor2b_1 17
sky130_fd_sc_hd__nand3_1 17, sky130_fd_sc_hd__a21oi_1 45, sky130_fd_sc_hd__o21ai_0 41, sky130_fd_sc_hd__buf_4 9
worst paths after layout:
check | cells after the start | end | slack (ps) | startpoint
worst min-delay path | 2 | i[7] | 740 | i[7]
worst max register to register | 7 | i[9] | 3470 | i[0]
worst max-delay path | 8 | a2 | 880 | i[1]
min in group asynchronous | 1 | i[8] | 1250 | n_rst
max in group asynchronous | 1 | i[1] | 4210 | n_rst
worst min register to register | 2 | i[7] | 740 | i[7]
synth_stat cells (6+ instances only):
cell type,instances
sky130_fd_sc_hd__a211oi_1,11
sky130_fd_sc_hd__nand2_1,31
sky130_fd_sc_hd__nand2b_1,21
sky130_fd_sc_hd__xnor2_1,9
sky130_fd_sc_hd__a2111oi_0,10
sky130_fd_sc_hd__o221ai_1,7
sky130_fd_sc_hd__o22ai_1,16
sky130_fd_sc_hd__or3b_1,6
sky130_fd_sc_hd__or3_1,6
sky130_fd_sc_hd__nor2_1,30
sky130_fd_sc_hd__o21ai_0,41
sky130_fd_sc_hd__nor3_1,12
sky130_fd_sc_hd__a311o_1,6
sky130_fd_sc_hd__nand3_1,17
sky130_fd_sc_hd__dfrtp_1,10
sky130_fd_sc_hd__a21oi_1,45
sky130_fd_sc_hd__nor2b_1,17
sky130_fd_sc_hd__a31oi_1,14
sky130_fd_sc_hd__clkbuf_1,24
sky130_fd_sc_hd__a22oi_1,6
sky130_fd_sc_hd__buf_2,28
sky130_fd_sc_hd__buf_4,11
sky130_fd_sc_hd__o211ai_1,11
Power is estimated from default activity; no workload was simulated.
