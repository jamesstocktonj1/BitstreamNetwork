File: /design/flow/run.sh
#!/bin/bash
# OpenROAD 26Q1-2900-gdf79404cd8, Yosys 0.63+post, stock flow scripts
make -C /OpenROAD-flow-scripts/flow DESIGN_CONFIG=/design/flow/config.mk WORK_HOME=/design/flow/orfs finish
File: /design/flow/config.mk
export PLATFORM = sky130hd
export DESIGN_NAME = integrator
export DESIGN_NICKNAME = integrator
export VERILOG_FILES = /design/flow/design.v
export SDC_FILE = /design/flow/constraint.sdc
export NUM_CORES = 4
export LEC_CHECK = 1
export CORE_UTILIZATION = 50
File: /design/flow/constraint.sdc
current_design integrator

set clk_period 6.9
set clk_io_pct 0.2

create_clock -name clk0 -period $clk_period [get_ports {clk}]

set non_clock_inputs [all_inputs -no_clocks]
set_input_delay [expr $clk_period * $clk_io_pct] -clock clk0 $non_clock_inputs
set_output_delay [expr $clk_period * $clk_io_pct] -clock clk0 [all_outputs]
File: /design/flow/design.v
module integrator(output int y,
                  input logic x, capture, clk, n_rst);
int count = 0;
logic increment, show, clear;
typedef enum logic [1:0] {IDLE, READING, OUTPUT} int_state;
int_state state, next_state = IDLE;
always_ff @(posedge clk, negedge n_rst) begin
    if(~n_rst)
        y <= 0;
    else if(show)
        y <= count;
end
always_ff @(posedge clk, negedge n_rst) begin
    if(~n_rst)
        count <= 0;
	else if(clear)
        count <= 0;
    else if(increment && x) begin
        count <= count + 1;
    end
end
always_ff @(posedge clk, negedge n_rst) begin
    if(~n_rst)
        state <= IDLE;
    else
        state <= next_state;
end
always_comb begin
    increment = 1'b0;
    show = 1'b0;
    clear = 1'b0;
    next_state = state;
    case(state)
        IDLE: begin
            clear = 1'b1;
            if(capture)
                next_state = READING;
            else
                next_state = IDLE;
        end
        READING: begin
            if(capture) begin
                increment = 1'b1;
                next_state = READING;
            end
            else begin
                show = 1'b1;
                next_state = OUTPUT;
            end
        end
        OUTPUT: begin
            next_state = IDLE;
        end
    endcase
end
endmodule
==> commit_impl_results.txt <==
Add synthesis and place-and-route results

* Result of the run: completed
- Die span in x: 79.4 um
- Setup TNS: 0 ns
- Per the detail_route report, DRC violations left total 0.
* Violation tally from detailed-route iteration zero: 137
- The critical path goes through clkdlybuf4s50_1, nand3_2, or4_1, nor4_1, mux2_2.
- Per the OpenROAD floorplan log, the height of the die is 79.4 um.
- The script logs the ratio of routed vias to standard cells as 5.68.
- Per the final report, max-transition violations number 0.
* P&R area growth vs syn: 20.6%
- After synthesis, the design contains 266 cells according to Yosys.
- The area fraction of the largest cell type after synthesis is 0.551.
- Core Rows: 27
- STA puts the critical path data arrival time at 3.65 ns.
* Wire length of the first global-routing pass: 9.71 mm
* Path type of the worst min-delay path: flop to flop
* Count leader, synth: sky130_fd_sc_hd__dfrtp_1
- Per the final layout report, the fraction of cells sized above drive strength 1 comes to 0.179.
* Critical path class: input port to flop
- The initial antenna violation count was 0.
- Vias post-DR: 2125
* Largest net degree at the start of global routing: 50
- STA classifies the critical path endpoint as a flop.
- Per the CTS log, the maximum H-tree level is 3.
- Looking at the critical path, the single cell with the biggest stage delay is sky130_fd_sc_hd__or4_1.
- Area contributors post-synth: sky130_fd_sc_hd__dfrtp_1 (55%), sky130_fd_sc_hd__mux2_2 (11%), sky130_fd_sc_hd__or4_1 (4.0%), sky130_fd_sc_hd__a21oi_1 (3.5%), sky130_fd_sc_hd__o31ai_1 (3.5%)
- Per the finish-stage timing summary, setup violations number 0.
- Number of hold violations in the final report: 0
- Unrepaired setup endpoints after global routing: no
- The congestion estimate from routability-driven global placement came to 0.824.
* Overall Power: 854 uW
* Most used DFF post-synth: sky130_fd_sc_hd__dfrtp_1
- Leakage power: 1.59 nW
- In this run the tightest slew margin relative to its limit is 0.539.
- Critical path required time: 7.12 ns
- Synth cell count leaders: sky130_fd_sc_hd__dfrtp_1 (66), sky130_fd_sc_hd__mux2_2 (30), sky130_fd_sc_hd__a21oi_1 (21), sky130_fd_sc_hd__or4_1 (16), sky130_fd_sc_hd__clkbuf_1 (15)
- Per the post-synthesis report, the number of cells in the design is 266.
- CTS buffer count: 9
- Vias in the first global route: 2036
* Clock transition time at the flip-flop clock pins of the worst setup and hold paths: 0.07 ns
- On the critical path the largest part of the delay comes from simple AND/OR/NAND/NOR gates.
* Yosys chip area: 0.00300 mm^2
- Buffers placed on the I/O ports in this run total 35.
* Final Skew: 0.00758 ns
- Maximum clock frequency: 0.292 GHz
- For this run, the script counts the antenna cells in the layout as 0.
* Worst IR Drop VDD: 0.168 mV
- Global route total overflow: 0
* Worst-margin pin slew: 0.692 ns
- Core Util at FP: 0.531
- The timing report gives the biggest stage delay along the critical path as 0.84 ns.
- Summed over all layers, the routed wires come to 5.61 mm.
- Of all cell types, the one taking the most synthesized area is sky130_fd_sc_hd__dfrtp_1.
* Total die size: 0.00631 mm^2
* Max-cap violation count: 0
- Min Clock Period, post-route: 3.43 ns
* Buffer cell driving the clock tree root: sky130_fd_sc_hd__clkbuf_8
- Per the skew report, the later register of the worst-skew pair sees a clock latency of 0.34 ns.
* CTS tree: yes
- The report lists the number of cells resized after CTS as 0.
* Average detailed-routed wire length per instance: 15.0 um
- The first detailed-routing pass ran for 4 iterations.
* Total core area: 0.00564 mm^2
- The flow reported a cell area power density of 236 mW/mm^2.
- Sequential share of the synthesized area: 0.560
- Number of synthesized register bits: 67
- Number of buffers on the longest clock path: 2
- Worst Setup Slack, final: 3.47 ns
* Final HPWL from detailed placement: 3.47 mm
* Post-Place Worst Slack: 3.11 ns
* Total GRT Usage: 0.204
- Post-Syn Area: 0.00300 mm^2
- Number of buffers added for setup after CTS: 0
- Async set-reset flop share out of synthesis: 1.00
* Count of library flops with an enable pin: 0
- The floorplan report gives the top-level pin count as 36.
* Type of origin of the critical path: input port
- Synthesized area per cell: 11.3 um^2
- The netlist uses 30 different library cells.
- Number of sinks driven by the clock tree: 67
- Count of synthesis-stage warnings from yosys: 1
- CTS hold repair buffers: 0
- STA lists the maximum fanout along the critical path as 21.
* Tcrit/Tclk final: 0.497
- Per the post-route antenna check, the number of violating nets is 0.
* Buffers plus inverters on the worst setup path: 1
- Tool warnings: 26
[metrics by stage]
| stage | utilization | hold slack [ns] | std cells | area, um^2 |
|---|---|---|---|---|
| after global routing | 0.641 | 0.437 | 374 | 3610 |
| after CTS | 0.641 | 0.428 | 374 | 3610 |
| final | 0.641 | 0.426 | 374 | 3610 |
| after detailed placement | 0.598 | 0.411 | 358 | 3370 |
| after floorplan | - | 0.405 | 266 | 3000 |
| after global placement | 0.598 | 0.409 | 358 | 3370 |
[layer usage]
layer	up-vias	routed length, um	global-route usage
met5	-	0	0
met4	0	99	0.0345
met3	11	189	0.0336
met2	45	2470	0.297
met1	1029	2850	0.349
li1	1040	-	-
[final cells by class]
| type | instances | area (um^2) |
|---|---|---|
| Timing Repair Buffer | 37 | 360 |
| Tap cell | 72 | 90.1 |
| Fill cell | 479 | 2030 |
| Clock buffer | 9 | 124 |
| Inverter | 6 | 22.5 |
| Sequential cell | 67 | 1680 |
| Multi-Input combinational cell | 176 | 1220 |
| Clock inverter | 7 | 116 |
[worst paths after layout]
check                      cells past startpoint  slack [ns]  startpoint   endpoint
min reg2reg                                    1        0.43    state[1]   state[0]
max reg2reg                                    4        4.63    state[2]  count[31]
min                                            1        0.43    state[1]   state[0]
min in group asynchronous                      1        0.96       n_rst      y[14]
max                                            5        3.47     capture  count[31]
max in group asynchronous                      2        4.98       n_rst   state[2]
[power by group]
group,total (mW),switching (mW),internal (mW)
clock,0.389,0.150,0.239
combinational,0.0433,0.0200,0.0233
sequential,0.421,0.0162,0.405
total,0.854,0.186,0.668
[flip-flops by register name (all words and copies together), names as in the netlist]
signal  cells
count      32
y          32
state       3
[cells by family (layout without fill, tap and decap cells)]
group                      after synthesis  after routing  share of synthesized area
and+or+nand+nor                         89             89                      0.174
xor gates and xnor gates                 8              8                     0.0234
AOI/OAI and AO/OA                       47             47                     0.0910
buffers and inverters                   23             59                     0.0317
muxes                                   31             31                      0.116
adders and majority gates                1              1                    0.00417
DFF                                     67             67                      0.560
[cell usage in the layout (no fill, tap or decap), drive strengths merged]
cell	synthesis	final
nand2	12	12
clkbuf	15	9
nor3	2	2
o31ai	14	14
clkdlybuf4s50	0	34
and3	3	3
o21ai	11	11
mux2i	1	1
buf	2	3
or2	2	2
ha	1	1
nand4	10	10
and4	5	5
dfrtp	66	66
nor4	2	2
mux2	30	30
bufinv	0	3
dfstp	1	1
and2	3	3
nand3	11	11
a21o	1	1
xor2	4	4
nor2b	2	2
clkinvlp	0	1
clkinv	0	3
xnor2	4	4
nor2	13	13
or3	7	7
or4	17	17
a21oi	21	21
inv	6	6
Power is estimated from default activity; no workload was simulated.
